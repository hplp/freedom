$ cat run.sh
#!/bin/bash
# OpenROAD 26Q1-2900-gdf79404cd8, Yosys 0.63+post, stock flow scripts
make -C /OpenROAD-flow-scripts/flow DESIGN_CONFIG=/design/flow/config.mk WORK_HOME=/design/flow/orfs finish
$ cat config.mk
export PLATFORM = sky130hd
export DESIGN_NAME = ua280reset
export DESIGN_NICKNAME = ua280reset
export VERILOG_FILES = /design/flow/design.v
export SDC_FILE = /design/flow/constraint.sdc
export NUM_CORES = 4
export LEC_CHECK = 1
export CORE_AREA = 10 10 104 104
export DIE_AREA = 0 0 114 114
$ cat constraint.sdc
current_design ua280reset

set clk_period 1.4
set clk_io_pct 0.2

create_clock -name clk0 -period $clk_period [get_ports {clock1}]
create_clock -name clk1 -period $clk_period [get_ports {clock2}]
create_clock -name clk2 -period $clk_period [get_ports {clock3}]
create_clock -name clk3 -period $clk_period [get_ports {clock4}]

set non_clock_inputs [all_inputs -no_clocks]
set_input_delay [expr $clk_period * $clk_io_pct] -clock clk0 $non_clock_inputs
set_output_delay [expr $clk_period * $clk_io_pct] -clock clk0 [all_outputs]
$ cat design.v
`timescale 1ns/1ps
`default_nettype none
module ua280reset(
  input  wire areset,
  input  wire clock1,
  output wire reset1,
  input  wire clock2,
  output wire reset2,
  input  wire clock3,
  output wire reset3,
  input  wire clock4,
  output wire reset4
);
  sifive_reset_hold hold_clock0(areset, clock1, reset1);
  sifive_reset_sync sync_clock2(reset1, clock2, reset2);
  sifive_reset_sync sync_clock3(reset2, clock3, reset3);
  sifive_reset_sync sync_clock4(reset3, clock4, reset4);
endmodule
module sifive_reset_sync(
  input  wire areset,
  input  wire clock,
  output wire reset
);
  reg [4-1:0] gen_reset = {4{1'b1}};
  always @(posedge clock, posedge areset) begin
    if (areset) begin
      gen_reset <= {4{1'b1}};
    end else begin
      gen_reset <= {1'b0,gen_reset[4-1:1]};
    end
  end
  assign reset = gen_reset[0];
endmodule
module sifive_reset_hold(
  input  wire areset,
  input  wire clock,
  output wire reset
);
  wire raw_reset;
  reg [4-1:0] sync_reset = {4{1'b1}};
  reg [8:0] debounce_reset = {8{1'b1}};
  wire out_reset;
  sifive_reset_sync capture(areset, clock, raw_reset);
  always @(posedge clock) begin
    sync_reset <= {raw_reset,sync_reset[4-1:1]};
  end
  assign out_reset = debounce_reset[8];
  always @(posedge clock) begin
    if (sync_reset[0]) begin
      debounce_reset <= {(8+1){1'b1}};
    end else begin
      debounce_reset <= debounce_reset - out_reset;
    end
  end
  assign reset = out_reset;
endmodule
`default_nettype wire
==> flow_metrics.env <==
# physical design summary
export IMPL_net_switching_power_uw=350.7
export IMPL_finalWirelength_mm=1.394
export IMPL_lay_top_count="sky130_fd_sc_hd__dfstp_2"
export IMPL_route_detailed_vias_per_inst=2.670
export IMPL_vdd_drop_max_mv=0.7611
export IMPL_design_core_area_um2=8678
export IMPL_final_layout_top_logic_cells="sky130_fd_sc_hd__dfstp_2 (16), sky130_fd_sc_hd__clkbuf_8 (12), sky130_fd_sc_hd__dfxtp_1 (10)"
export IMPL_cp_data_arrival_time_ns=1.70
export IMPL_globalRouteOverflowTotal=0
export IMPL_chipWidth_um=114
export IMPL_timing_final_max_slew_violations=0
export IMPL_power_internal_uw=1657
export IMPL_critical_path_class="flip-flop to flip-flop"
export IMPL_sequential_element_share_of_the_synthesized_area=0.7462
export IMPL_post_dp_hpwl_um=984.9
export IMPL_pin_count_of_the_biggest_net_entering_global_routing=11
export IMPL_crit_required_ns=1.54
export IMPL_cts_clk_slew_worst_paths_ns=0.07
export IMPL_first_pass_grt_wire_length_mm=2.504
export IMPL_worst_hold_path_type="flip-flop to asynchronous set/reset pin"
export IMPL_core_util_floorplan=0.1051
export IMPL_grt_pass1_vias=553
export IMPL_numClockSinks=29
export IMPL_syn_inst=64
export IMPL_yosys_register_bits=29
export IMPL_first_iteration_detailed_routing_drc_count=14
export IMPL_static_leakage_power_uw=0.0005282
export IMPL_route_detailed_drc=0
export IMPL_ant_nets=0
export IMPL_path_max_fanout=3
export IMPL_ff_to_ff_path_depth=4
export IMPL_timing_reg2reg_setup_slack_ns=-0.17
export IMPL_enable_flop_cells=0
export IMPL_post_synth_num_cell_types=21
export IMPL_status="finished with violations"
export IMPL_area_growth_synth_to_final_pct=49.25
export IMPL_synth_area_per_cell_um2=14.25
export IMPL_synth_async_reset_ratio=0.5517
export IMPL_share_comb_of_total_power=0.021
export IMPL_power_sequential_fraction=0.451
export IMPL_yosys_stat_chipArea_um2=912.1
export IMPL_floorplan_rows=34
export IMPL_final_hold_worst_slack_ns=0.3273
export IMPL_warning_count=29
export IMPL_detailedRoute_firstPassIterationCount=4
export IMPL_ant_diodes=0
export IMPL_drive_gt1_frac=0.5109
export IMPL_fin_ws_ns=-0.1679
export IMPL_groute_layer_met2_usage=0.02733
export IMPL_relative_contribution_of_the_clock_network_to_total_power=0.529
export IMPL_violations="negative setup slack"
export IMPL_design_die_area_um2=13000
export IMPL_power_density_nw_per_um2=1475
export IMPL_i_o_pin_count=9
export IMPL_kind_of_start_point_of_the_critical_path="flip-flop"
export IMPL_grt_util_met3=0.02286
export IMPL_dieHeight_um=114
export IMPL_gr_max_usage_layer="met1"
export IMPL_vias=534
export IMPL_met1_usage=0.03000
export IMPL_synthesis_yosys_warnings=2
export IMPL_syn_cell_area_um2=912.1
export IMPL_setup_violations=5
export IMPL_rsz0062_at_grt="true"
export IMPL_tritoncts_clock_tree="done"
export IMPL_postSynth_topFlopCell="sky130_fd_sc_hd__dfstp_2"
export IMPL_end_kind="flip-flop"
export IMPL_grt_antenna_before_repair=0
export IMPL_switching_share=0.1747
export IMPL_routed_wire_length_per_instance_um=6.970
export IMPL_timing_max_cap_violations=0
export IMPL_worst_clock_skew_ns=0.006893
export IMPL_grt_use_total=0.02411
export IMPL_setup_total_neg_slack_ns=-0.5307
export IMPL_timing_hold_violations_final=0
export IMPL_buffer_ports_inserted=5
export IMPL_place_gp_congestion=0.6955
export IMPL_yosys_stat_cells=64
[path summary, 6_finish.rpt]
kind,start,endpoint
max,hold_clock0.debounce_reset[8],hold_clock0.debounce_reset[5]
min,sync_clock2.gen_reset[0],sync_clock3.gen_reset[1]
max reg2reg,hold_clock0.debounce_reset[8],hold_clock0.debounce_reset[5]
min reg2reg,sync_clock2.gen_reset[0],sync_clock3.gen_reset[1]
max in group clk1,sync_clock2.gen_reset[2],sync_clock2.gen_reset[1]
max in group clk3,sync_clock4.gen_reset[1],sync_clock4.gen_reset[0]
max in group clk2,sync_clock3.gen_reset[3],sync_clock3.gen_reset[2]
min in group clk0,hold_clock0.sync_reset[1],hold_clock0.sync_reset[0]
min in group clk1,sync_clock2.gen_reset[1],sync_clock2.gen_reset[0]
min in group clk2,sync_clock3.gen_reset[2],sync_clock3.gen_reset[1]
[cell type report]
| class | count | area (um2) |
|---|---|---|
| clock buffers | 12 | 165.2 |
| clock inverters | 1 | 5.005 |
| fillers | 965 | 7317 |
| inverters | 6 | 22.52 |
| multi-input cells | 31 | 242.7 |
| flip-flops and latches | 29 | 684.4 |
| well taps | 108 | 135.1 |
| repair buffers | 13 | 106.4 |
[cells in the mapped netlist, types with 2 or more instances]
master,number,area [um2]
sky130_fd_sc_hd__dfstp_2,16,420.4
sky130_fd_sc_hd__dfxtp_1,13,260.3
sky130_fd_sc_hd__ha_1,2,25.02
sky130_fd_sc_hd__inv_1,6,22.52
sky130_fd_sc_hd__nand2b_1,5,31.28
sky130_fd_sc_hd__nand3b_1,2,15.01
sky130_fd_sc_hd__nor2_1,2,7.510
sky130_fd_sc_hd__nor4_1,2,12.51
sky130_fd_sc_hd__o21ai_0,2,10.01
sky130_fd_sc_hd__or3_1,2,12.51
sky130_fd_sc_hd__or3b_1,2,17.52
[critical path: stages (launching register included)]
cell and delay (ns):
sky130_fd_sc_hd__dfxtp_2 0.35, sky130_fd_sc_hd__ha_4 0.13, sky130_fd_sc_hd__or3b_4 0.39, sky130_fd_sc_hd__o31a_2 0.28
sky130_fd_sc_hd__or3_1 0.30
[cells by family (layout without fill, tap and decap cells)]
group | Yosys count | after routing | share of synthesized area
simple gates | 19 | 19 | 0.1413
fa+ha+maj | 2 | 2 | 0.02743
other cells | 1 | 4 | 0.004111
mux | 1 | 1 | 0.01097
buf+inv | 7 | 32 | 0.02880
flops | 29 | 29 | 0.7462
compound gates | 4 | 4 | 0.03155
xor+xnor | 1 | 1 | 0.009604
[what timing repair did]
action	CTS	global route
setup buffers	1	0
setup endpoints to repair	8	7
hold buffers	0	0
pin swaps	2	1
gates resized	6	3
[metrics by stage]
stage               area (um2)  total power [uW]  cells  setup WS (ns)  utilization
floorplan                944.7             937.3     67        -0.2058            -
global placement          1177             960.1    186        -0.1697       0.1357
detailed placement        1177             962.8    186        -0.1879       0.1357
CTS                       1360              2050    200        -0.1699       0.1567
global route              1361              2118    200        -0.2200       0.1569
finish                    1361              2008    200        -0.1679       0.1569
[sequential cells by signal (all words and copies together) (netlist names)]
register                       flops
hold_clock0.capture.gen_reset      4
hold_clock0.debounce_reset         9
hold_clock0.sync_reset             4
sync_clock2.gen_reset              4
sync_clock3.gen_reset              4
sync_clock4.gen_reset              4
[power by group through the flow]
stage         logic, uW  registers, uW  clock network (uW)
CTS                42.8            905                1100
global route       51.2            908                1160
finish             41.4            904                1060
[metal layers]
layer  share of wire  up-vias
li1                -      262
met1            0.47      246
met2            0.38       22
met3            0.12        4
met4           0.027        0
met5               0        -
Power and IR drop assume default switching activity.
